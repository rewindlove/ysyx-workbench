==> design/flow/design.v <==
module ysyx_23060278_mem(
  input lb,
  input lh,
  input lw,
  input lbu,
  input lhu,
  input sb,
  input sh,
  input sw,
  input [31:0]addr,    
  input [31:0]wdata,   
  input [31:0]rdata,   
  output [3:0]store_len,
  output [31:0]load_data,
  output [31:0]store_data,
  output [31:0]mem_addr
);
  assign store_len = sb ? 4'd1 :
                     sh ? 4'd2 :
                     sw ? 4'd4 :
                          4'b0;
  assign store_data = ({32{sb}} & {24'b0, wdata[7:0] }) |
                      ({32{sh}} & {16'b0, wdata[15:0]}) |
                      ({32{sw}} & {      wdata       }) ;
  assign mem_addr = addr;
  wire [31:0]lb_data  = {{24{rdata[7] }}, rdata[7:0] };
  wire [31:0]lh_data  = {{16{rdata[15]}}, rdata[15:0]};
  wire [31:0]lw_data  =  rdata;
  wire [31:0]lbu_data = {{24{1'b0}}, rdata[7:0] };
  wire [31:0]lhu_data = {{16{1'b0}}, rdata[15:0]};
  assign load_data = ({32{ lb}} &  lb_data) |
                     ({32{ lh}} &  lh_data) |
                     ({32{ lw}} &  lw_data) |
                     ({32{lbu}} & lbu_data) |
                     ({32{lhu}} & lhu_data) ;
endmodule
==> design/flow/run.sh <==
#!/bin/bash
# OpenROAD 26Q1-2900-gdf79404cd8, Yosys 0.63+post, stock flow scripts
make -C /OpenROAD-flow-scripts/flow DESIGN_CONFIG=/design/flow/config.mk WORK_HOME=/design/flow/orfs finish
==> design/flow/config.mk <==
export PLATFORM = sky130hd
export DESIGN_NAME = ysyx_23060278_mem
export DESIGN_NICKNAME = ysyx_23060278_mem
export VERILOG_FILES = /design/flow/design.v
export SDC_FILE = /design/flow/constraint.sdc
export NUM_CORES = 4
export LEC_CHECK = 1
export CORE_AREA = 10 10 87 87
export DIE_AREA = 0 0 97 97
==> design/flow/constraint.sdc <==
current_design ysyx_23060278_mem

set clk_period 2.7
set clk_io_pct 0.2

create_clock -name clk0 -period $clk_period

set non_clock_inputs [all_inputs -no_clocks]
set_input_delay [expr $clk_period * $clk_io_pct] -clock clk0 $non_clock_inputs
set_output_delay [expr $clk_period * $clk_io_pct] -clock clk0 [all_outputs]
==> results.txt <==
RSZ-0062 raised after global routing: false
Final Cell Area: 0.00202 mm²
fill count: 612
yosys cell count: 130
post-route setup slack: 75.8 ps
flop count: 0
Setup Buffers After CTS: 0
maximum vdd ir drop: 0.0735 mV
Vias/cell: 3.58
FMAX: 381 MHz
synthesis-to-finish area growth: 153%
synth unique cells: 16
post-DP HPWL: 4400 µm
Placement Cell Area: 0.00202 mm²
P_int: 0.000230 W
Syn Area/Cell: 6.16 µm²
CTS Hold Bufs: 0
vias in the first global route: 1122
dpl ws: -67.0 ps
critical path required time: 2160 ps
GRT overflow: 0
final hold violations: 0
Mapped Cells: 130
Final min period: 2620 ps
top cells by count: buf_4, nand2_1, and2_1, nor2b_1
Psw: 0.0000678 W
Power Total: 0.000298 W
routability congestion estimate: 0.768
clock network fraction of total power: 0%
Mapped Area: 801 µm²
Sw Ratio: 22.7%
final hold slack: 1080 ps
crit start category: input port
DRT iter0 DRCs: 20
Total Wirelength: 4950 µm
Post-Synth AOI/OAI Area: 15.9%
global-route wire length before repair: 7430 µm
DRC Markers: 0
fin crit share: 97.2%
ANT cells: 0
top area contributor share: 31.9%
count leader, synth: buf_4
endpoints failing setup: 0
Slew Limit Fails: 0
chip area: 0.00941 mm²
Port-buffer cells: 139
Cells after DPL: 305
logic area: 512 µm²
Syn. warnings: 0
Lkg Pwr: 0.831 nW
Synth mux share: 0%
I/O pins: 204
YS chip area: 801 µm²
antenna-violating nets left: 0
Logic pwr share: 100.0%
Worst Hold Depth: 0
kind of critical path: input port to output pin
fin cells: 305
largest net degree at the start of global routing: 18
CP max FO: 8
status: finished clean
Layout clock buffers: 0
via count: 1091
chip width: 97 µm
share of cells above drive strength 1: 2.58%
max cap viols: 0
WL/cell: 16.2 µm
simple share: 46.9%
Seq pwr share: 0%
total track usage: 9.64%
Area contributors post-synth: buf_4, nand2_1, and2_1, nor2b_1, a21boi_0
Post-Synth Adder-Cell Area: 0%
total tool warning count: 32
core area: 0.00564 mm²
CP arrival: 2080 ps
row count: 27
Seq. cell area: 0 µm²
Die H: 97 µm
first-pass iteration count of the detailed router: 3
leading area contributor after synthesis: buf_4
CP Capture Type: output pin
Top logic family: simple AND/OR/NAND/NOR gates
Synth Seq Share: 0%
Pwr per Cell Area: 147 mW/mm²
HP Class: input port to output pin
antenna violations before repair: 0
Initial Util: 14.2%
yosys xor share: 0%
[metal layers]
| layer | GRT usage [%] | routed length (µm) |
|---|---|---|
| met3 | 3.22 | 383 |
| met2 | 19.6 | 2940 |
| met1 | 9.27 | 1610 |
| met5 | 0 | 0 |
| met4 | 0.676 | 19 |
[stage by stage]
step / setup TNS [ps] / utilization, %
2_1_floorplan: 0 / -
3_3_place_gp: 0 / 35.8
3_5_place_dp: -479 / 35.8
4_1_cts: 0 / 35.9
5_1_grt: 0 / 35.9
6_report: 0 / 35.9
[cell usage in the layout (no fill, tap or decap)]
master and count:
clkdlybuf4s50_1 139, nand2_1 32, and2_1 17, nor2b_1 12
a21o_1 8, a21boi_0 8, and2b_1 5, buf_4 4
nor2_1 2, a22oi_1 1, or3_4 1, nor3_2 1
nor3_1 1, nor3b_1 1, conb_1 1
[power by group through the flow]
stage	Sequential, W	Combinational (W)	Clock [W]
final	0	0.000298	0
after CTS	0	0.000307	0
after global routing	0	0.000327	0
[logic make-up (layout without fill, tap and decap cells)]
group / count (synthesis) / count (layout)
simple gates: 72 / 72
buf+inv: 40 / 143
compound gates: 17 / 17
other cells: 1 / 1
[worst paths after layout]
path / to / slack, ps / start
worst max-delay path: load_data[15] / 80 / lw
worst min-delay path: mem_addr[12] / 1080 / addr[12]
[layout make-up]
type / count / share of cell area [%]
Multi-Input combinational cell: 90 / 25.3
Tap cell: 72 / 4.45
Timing Repair Buffer: 143 / 70.3
[worst max-delay path, stage by stage]
cell and delay, ps:
clkdlybuf4s50_1 460, or3_4 460, a21o_1 200, clkdlybuf4s50_1 420
[what timing repair did]
item,in CTS,in global routing
endpoints found under the setup margin,8,0
hold endpoints to repair,0,0
gates resized,1,0
Power is estimated from default activity; no workload was simulated.
