## flow/run.sh

```bash
#!/bin/bash
# OpenROAD 26Q1-2900-gdf79404cd8, Yosys 0.63+post, stock flow scripts
make -C /OpenROAD-flow-scripts/flow DESIGN_CONFIG=/design/flow/config.mk WORK_HOME=/design/flow/orfs finish
```

## flow/config.mk

```make
export PLATFORM = sky130hd
export DESIGN_NAME = ysyx_23060278_pc_reg
export DESIGN_NICKNAME = ysyx_23060278_pc_reg
export VERILOG_FILES = /design/flow/design.v
export SDC_FILE = /design/flow/constraint.sdc
export NUM_CORES = 4
export LEC_CHECK = 1
export CORE_UTILIZATION = 40
```

## flow/constraint.sdc

```tcl
current_design ysyx_23060278_pc_reg

set clk_period 10.4
set clk_io_pct 0.2

create_clock -name clk0 -period $clk_period [get_ports {clk}]

set non_clock_inputs [all_inputs -no_clocks]
set_input_delay [expr $clk_period * $clk_io_pct] -clock clk0 $non_clock_inputs
set_output_delay [expr $clk_period * $clk_io_pct] -clock clk0 [all_outputs]
```

## flow/design.v

```verilog
module ysyx_23060278_pc_reg(
		input clk,
		input rst,
		input jal_en,
		input jalr_en,
    input brpc_en,
    input [31:0]imm,
		input [31:0]result,
    input pc_wen,
		output [31:0]dnpc,
		output [31:0]snpc,
    output reg [31:0]tmp_pc,
		output reg [31:0]pc
);
  wire [31:0]br_pc = pc + imm;
	wire [31:0]jal_pc = result;
	wire [31:0]jalr_pc = result & {{31{1'b1}}, 1'b0};	 
	wire snpc_en = (!jal_en) & (!jalr_en) &(!brpc_en);	
	assign snpc = pc + 4;
  assign dnpc = snpc_en ? snpc    :
                jal_en  ? jal_pc  :
                jalr_en ? jalr_pc :
                brpc_en ? br_pc   :
                pc + 4;
	always @(posedge clk)	begin
			if(rst)	begin
				pc <= 32'h80000000;	 
			end
			else if (pc_wen) begin
        pc <= dnpc;
        tmp_pc <= pc;
			end
	end
endmodule
```

==> ci_impl_report.md <==
### Yosys + OpenROAD results

| Metric | Value |
|---|---|
| Ys async rst share | 0% |
| Crit share post-route | 74.7% |
| Fraction of layout cells with a size suffix above 1 | 5.05% |
| Via count | between 5000 and 6000 |
| Post-CTS sizing | 0 |
| All-layer global routing usage | 28.5% |
| Cell area after layout | just under 8000 um^2 |
| Fmax | 0.129 GHz |
| Pwr Density | between 100 and 150 nW/um^2 |
| Initial DRC Count | 564 |
| Die H | around 120 um |
| FP Core Util | 41.6% |
| Final Power | 0.914 mW |
| Largest net degree at the start of global routing | 48 |
| First-pass GRT wire length | roughly 30 mm |
| CTS clk-pin slew, worst paths | 0.05 ns |
| Max Fanout on Critical Path | 5 |
| Unique cell types | 65 |
| Synth-to-Final Area Change | 45.4% |
| Slew headroom | 59.9% |
| Critical path class | input port to output port |
| Hpwl dp | 15.2 mm |
| Area leader share | 18.0% |
| Die width | 117 um |
| Top cells excl fill/tap | clkdlybuf4s50_1, nand2_1, nor2_1 |
| Log Warnings | 26 |
| Yosys warning count | 1 |
| Leakage | around 3.2 nW |
| Startpoint types | input port |
| Required @ worst endpoint | 8.32 ns |
| Final hold slack | 0.579 ns |
| Slew at the pin closest to its max-slew limit | 0.601 ns |
| Post-CTS setup repair buffer count | 0 |
| Ys flops | 64 |
| Syn Inst Count | approximately 650 |
| Seq/Total Area, Yosys | 30.0% |
| Max-slew violations | 0 |
| RSZ-0062 raised after global routing | false |
| Routed Antenna Nets | 0 |
| GR Overflow Total | 0 |
| DRC Markers | 0 |
| Hold Crit Class | flop to flop |
| EDFF count, synth | 32 |
| Area after DPL | 7430 um^2 |
| Clock skew | 0.00416 ns |
| Drt total wl | 19.1 mm |
| Syn_area_per_cell | 8.25 um^2 |
| CTS H-Tree Depth | 3 |
| Number of global-route vias before repair | between 5000 and 6000 |
| Router iterations before antenna repair | 5 |
| ANT cells | 0 |
| Crit end category | output port |
| Wirelength per Cell | between 15 and 20 um |
| # IOs | 198 |
| Fin util | between 60% and 70% |
| Initial antenna violation count | 0 |
| CTS tree | done |
| Worst path arrival time | approximately 5.7 ns |
| Area of the mapped netlist | roughly 5300 um^2 |
| # setup viols final | 0 |
| PortBufs | 197 |
| Largest area contributor in the netlist | edfxtp_1 |
| RePlAce Congestion | between 0.9 and 1 |
| Ys flop type | edfxtp_1 |
| Setup TNS | 0 ns |
| Worst vdd ir | 69.4 uV |
| Yosys cell count | approximately 650 |
| Final min period | 7.77 ns |
| Sink Count | 64 |
| Row count | ~41 |
| Final Hold Viols | 0 |
| Status | finished, final reports clean |
| Clk root buf | clkbuf_16 |
| Hold_buf cts | 0 |
| Yosys Chip Area | 5330 um^2 |
| Top cells, area | edfxtp_1, dfxtp_1, ha_1, mux2i_1, a21oi_1 |
| Late-Pin Clk Latency | 0.33 ns |
| Core region area | 12800 um^2 |
| Top cell excl fill/tap | clkdlybuf4s50_1 |
| Vias per cell | roughly 5.6 |
| Number of buffers created by CTS | 9 |
| Die Size | 13800 um^2 |
| Max cap viols | 0 |
| Max Buffers Root-to-Sink | 2 |
==> cells in the mapped netlist (all sizes together) (8+ instances only) <==
cell / n
nand2: 62
nor2: 59
a21oi: 47
o21ai: 34
dfxtp: 32
edfxtp: 32
ha: 32
nand3: 28
clkbuf: 27
mux2i: 24
xnor2: 24
inv: 23
xor2: 19
a21o: 17
nand2b: 15
and3: 12
nand4: 11
a31oi: 9
and2: 9
o211ai: 9
o21a: 9
or3: 9
nor3: 8
==> per-stage QoR <==
step	cells	setup WS (ns)
3_5_place_dp	988	2.71
4_1_cts	1004	2.66
3_3_place_gp	988	2.72
2_1_floorplan	646	4.01
5_1_grt	1004	2.51
6_report	1004	2.63
==> report_power, final <==
| group | internal (mW) | total (mW) | switching (mW) |
|---|---|---|---|
| Sequential | 0.282 | 0.308 | 0.0262 |
| Combinational | 0.154 | 0.287 | 0.133 |
| Clock | 0.210 | 0.318 | 0.108 |
| Total | 0.646 | 0.914 | 0.267 |
==> cells by family after synthesis <==
group	Yosys count	synth area share (%)
multiplexers	25	4.72
XOR/XNOR	43	7.07
buffers and inverters	57	4.15
flip-flops	64	30.0
AND-OR/OR-AND	184	23.7
adder cells (fa/ha/maj)	33	7.89
AND/OR/NAND/NOR	240	22.5
==> state kept, by name, indices dropped and copies added (netlist names) <==
name	count
pc	32
tmp_pc	32
==> layout make-up <==
cell class              count  area [um^2]
flip-flops and latches     64         1600
multi-input cells         525         3510
clock inverters             7         96.3
fillers                  1128         5070
clock buffers               9          225
repair buffers            204         2020
well taps                 172          215
inverters                  23         86.3
==> metal layers <==
metal / wire (um) / GRT usage (%)
met3: 1400 / 4.12
met2: 7970 / 39.0
met1: 9360 / 48.5
met5: 0 / 0
met4: 418 / 5.11
==> worst max-delay path: stages <==
cell             delay [ns]
clkdlybuf4s50_1        0.41
ha_1                   0.23
fa_1                   0.44
a21oi_1                0.25
o211ai_1               0.23
a21oi_2                0.39
o31ai_4                0.16
o2111a_1               0.30
o311ai_0               0.32
o211ai_1               0.20
a21oi_1                0.19
clkdlybuf4s50_1        0.49
==> final timing paths <==
kind	start	end	slack [ns]	cells after the start
worst max-delay path	imm[0]	dnpc[30]	2.63	12
worst min-delay path	pc[31]	tmp_pc[31]	0.58	0
worst max register to register	pc[0]	pc[20]	7.11	10
worst min register to register	pc[31]	tmp_pc[31]	0.58	0
Power figures rest on the tool's default switching activity, not on a simulated workload.
