[run.sh]
#!/bin/bash
# OpenROAD 26Q1-2900-gdf79404cd8, Yosys 0.63+post, stock flow scripts
make -C /OpenROAD-flow-scripts/flow DESIGN_CONFIG=/design/flow/config.mk WORK_HOME=/design/flow/orfs finish
[config.mk]
export PLATFORM = sky130hd
export DESIGN_NAME = ysyx_23060278_decoder
export DESIGN_NICKNAME = ysyx_23060278_decoder
export VERILOG_FILES = /design/flow/design.v
export SDC_FILE = /design/flow/constraint.sdc
export NUM_CORES = 4
export LEC_CHECK = 1
export CORE_AREA = 10 10 74 74
export DIE_AREA = 0 0 84 84
[constraint.sdc]
current_design ysyx_23060278_decoder

set clk_period 3.0
set clk_io_pct 0.2

create_clock -name clk0 -period $clk_period

set non_clock_inputs [all_inputs -no_clocks]
set_input_delay [expr $clk_period * $clk_io_pct] -clock clk0 $non_clock_inputs
set_output_delay [expr $clk_period * $clk_io_pct] -clock clk0 [all_outputs]
[design.v]
module ysyx_23060278_decoder(
	input [31:0]inst,
	output [6:0]opcode,
  output [6:0]func7,
  output [2:0]func3,
	output [4:0]rs1,
	output [4:0]rs2,
	output [4:0]rd,
	output [31:0]imm
);
	wire I_type;
	wire U_type;
	wire B_type;
	wire J_type;
	wire S_type;
	wire [31:0]I_imm;
	wire [31:0]U_imm;
	wire [31:0]B_imm;
	wire [31:0]J_imm;
	wire [31:0]S_imm;
	assign opcode = inst[6:0];
  assign func7  = inst[31:25];
  assign func3  = inst[14:12];
	assign rs1 = inst[19:15];
	assign rs2 = inst[24:20];
	assign rd = inst[11:7];
	assign I_type = (inst[6:0] == 7'b1100111 ) | (inst[6:0] == 7'b0000011 ) | (inst[6:0] == 7'b0010011) | (inst[6:0] == 7'b0011011);
	assign U_type = (inst[6:0] == 7'b0110111 ) | (inst[6:0] == 7'b0010111 );
	assign B_type = (inst[6:0] == 7'b1100011);
	assign J_type = (inst[6:0] == 7'b1101111 );
	assign S_type = (inst[6:0] == 7'b0100011 );
	assign I_imm = {{20{inst[31]}}, inst[31:20]};
	assign U_imm = {{inst[31:12]}, {12{1'b0}}};
	assign B_imm = {{20{inst[31]}}, inst[7], inst[30:25], inst[11:8], 1'b0};
	assign J_imm = {{12{inst[31]}}, inst[19:12], inst[20], inst[30:21], 1'b0};
	assign S_imm = {{20{inst[31]}}, inst[31:25], inst[11:7]};
	assign imm = I_type ? I_imm :	
							 U_type ? U_imm :
							 B_type ? B_imm :
							 J_type ? J_imm :
							 S_type ? S_imm : 32'b0;
endmodule
==> run_results.csv <==
group,metric,value,unit
drt,met3_wirelength,253,um
hold_path,holdCritPathClass,"primary input to output pin",
critical_path,cp.required,2.40,ns
final_timing,period_minus_slack,2.910,ns
drt,routed-wl-met2,1949,um
pwr,combPwrFrac,100.0,%
drt,drtAntennaViolNets,0,
final_layout,nFlopsAndLatches,0,
drt,drt_iter0_drc,12,
final_layout,lay_top_count,"clkdlybuf4s50_1",
synthesis,top_cells_by_area,"buf_4, a21o_1, and2_1",
critical_path,start_kind,"primary input",
die,fp-row-count,23,
critical_path,cp.arrival,2.31,ns
synthesis,synthCells,95,
synthesis,ys_chip_area,688.2,sq um
final_timing,hold_viol,0,
synthesis,yosysTopAreaCell,"buf_4",
final_timing,fin_ws,0.09019,ns
synthesis,synth_top_area_share,34.91,%
pwr,switching_share,29.55,%
die,die_x,84,um
final_layout,syn2layout_area_growth,144.2,%
placed_design,dp_hpwl,3020,um
global_routing,overflow,0,
pwr,power.density,95.11,nW/um^2
critical_path,end_kind,"output pin",
die,fp_util,17.33,%
die,ios,96,
critical_path,crit_fanout,7,
synthesis,synth_seq_share,0,%
final_timing,finalMaxSlewViolations,0,
critical_path,setup.worst_path.class,"primary input to output pin",
pwr,intPower,0.1126,mW
final_layout,utilization,42.31,%
pwr,p_total,0.1598,mW
drt,met1_length,1424,um
pwr,ir_drop,0.03686,mV
global_routing,grt_pass1_vias,1023,
run,drv_cap,0,
critical_path,cp_cell_sequence,"dlygate4sd2_1 -> nand3b_1 -> or2_2 -> a21oi_2 -> buf_4 -> a22o_1 -> clkdlybuf4s50_1",
final_layout,final_cell_mix,"clkdlybuf4s50_1, buf_4, a21o_1",
die,dieHeight,84,um
drt,vias_per_cell,4.210,
drt,antennaDiodeCount,0,
synthesis,synth_area,688.2,sq um
drt,drc_errors,0,
drt,drt-total-wl,3627,um
critical_path,cp_num_buf_inv,3,
global_routing,grt_pass1_wl,5609,um
pwr,power_leakage,0.7996,nW
final_timing,fmax,343.7,MHz
drt,dr.pass1.iters,4,
final_layout,clock_buffers,0,
run_status,run_status,"finished, final reports clean",
final_timing,setup_viol,0,
final_timing,slew_headroom,74.71,%
global_routing,grt_antenna_before_repair,0,
final_timing,period_used_share,96.99,%
clocking,holdBufCountCts,0,
synthesis,ys_warn_count,0,
drt,avgRoutedWirePerCell,15.84,um
global_routing,grt_usage,9.333,%
placed_design,placed_area,1610,sq um
placed_design,place_congestion,0.9319,
drt,vias,964,
final_timing,tightest_slew,0.3688,ns
synthesis,synth_cell_types,28,
pwr,pwr-share-seq,0,%
final_layout,fin_area,1680,sq um
critical_path,cpLargestDelayFamily,"buffers and inverters",
placed_design,dpl_worst_slack,-0.1496,ns
die,core_area,3971,sq um
final_layout,final-seq-area,0,sq um
critical_path,slowest_stage,"clkdlybuf4s50_1",
run,tool_warnings,32,
synthesis,syn_area_per_cell,7.244,sq um
final_timing,hold_slack,1.896,ns
synthesis,ys_cells,95,
drt,routed.top_layer,"met3",
pwr,power.share.clock,0,%
pwr,p_sw,0.04722,mW
final_layout,drive_above_1_share,18.99,%
critical_path,critPathMaxStageDelay,0.46,ns
global_routing,grt_max_degree,9,
die,chip_area,7056,sq um
placed_design,io_buffers,96,
## synthesized netlist by cell type (2+ instances only)
| cell type | count |
|---|---|
| a21o_1 | 19 |
| a21oi_1 | 3 |
| a22o_1 | 4 |
| and2_1 | 6 |
| buf_2 | 2 |
| buf_4 | 32 |
| inv_1 | 2 |
| nand2b_1 | 2 |
| nand3_1 | 2 |
| nand3b_1 | 2 |
| nor2_1 | 2 |
| nor3b_1 | 2 |
| o21a_1 | 2 |
## final cells by class
class | count | area, sq um
Fill cell | 385 | 2291
Timing Repair Buffer | 118 | 1120
Tap cell | 50 | 62.56
Multi-Input combinational cell | 58 | 486.7
Inverter | 3 | 11.26
## logic make-up (layout without fill, tap and decap cells)
logic type	after synthesis	count (layout)	share of synthesized area (%)
mux	1	1	1.455
simple gates	24	24	24.36
buf+inv	37	121	38.00
compound gates	33	33	36.18
## worst paths after layout
| kind | from | endpoint | slack (ns) | cells past startpoint |
|---|---|---|---|---|
| hold / removal | inst[1] | opcode[1] | 1.90 | 2 |
| setup / recovery | inst[4] | imm[1] | 0.09 | 7 |
## stage by stage
step | std cells | setup TNS (ns)
global route | 229 | -0.00007505
CTS | 229 | 0
finish | 229 | 0
global placement | 226 | -1.796
detailed placement | 226 | -2.163
floorplan | 95 | 0
## per-layer routing
| layer | global-route usage [%] | vias to the layer above |
|---|---|---|
| li1 | - | 481 |
| met1 | 10.71 | 450 |
| met2 | 17.77 | 33 |
| met3 | 2.264 | 0 |
| met4 | 0 | 0 |
| met5 | 0 | - |
## power by group through the flow
stage / clock network (mW) / logic (mW) / registers, mW
4_1_cts: 0 / 0.162 / 0
5_1_grt: 0 / 0.173 / 0
6_report: 0 / 0.160 / 0
## timing repair
| item | 4_1_cts | 5_1_grt |
|---|---|---|
| endpoints found under the setup margin | 29 | 8 |
| cloned | 2 | 0 |
| setup buffers | 1 | 0 |
| resized | 19 | 3 |
| pin swaps | 3 | 0 |
No activity file was given, so power comes from the tool's default toggle rates.
